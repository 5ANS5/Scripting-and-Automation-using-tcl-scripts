<file path="./config.mk">
export PLATFORM = sky130hd
export DESIGN_NAME = top_moore
export DESIGN_NICKNAME = top_moore
export VERILOG_FILES = /design/flow/design.v
export SDC_FILE = /design/flow/constraint.sdc
export NUM_CORES = 4
export LEC_CHECK = 1
export CORE_AREA = 10 10 102 102
export DIE_AREA = 0 0 112 112
</file>
<file path="./constraint.sdc">
current_design top_moore

set clk_period 3.6
set clk_io_pct 0.2

create_clock -name clk0 -period $clk_period [get_ports {clk}]

set non_clock_inputs [all_inputs -no_clocks]
set_input_delay [expr $clk_period * $clk_io_pct] -clock clk0 $non_clock_inputs
set_output_delay [expr $clk_period * $clk_io_pct] -clock clk0 [all_outputs]
</file>
<file path="./design.v">
module top_moore(
input clk,reset,d_in,
output detected,
output slowed_clk
    );
   parameter [2:0]S0 = 3'b000;  
   parameter [2:0]S1 = 3'b001;
   parameter [2:0]S10 = 3'b010;
   parameter [2:0]S100 = 3'b011;
   parameter [2:0]S1000 = 3'b100;
   parameter [2:0]S10001 = 3'b101;
   reg[2:0]cnt,nxt;
   clk_div div(clk,slowed_clk);
   always@(d_in or cnt)
   begin
     nxt = cnt;
     case(cnt)
        S0 : begin
             if (d_in == 1'b1)
                nxt = S1;
              else nxt = S0;  
             end
        S1 : begin
             if (d_in == 1'b0)
                nxt = S10;
              else nxt = S1;  
             end
         S10 : begin
             if (d_in == 1'b0)
                nxt = S100;
              else nxt = S1;  
             end
         S100 : begin
             if (d_in == 1'b0)
                nxt = S1000;
             else nxt = S1;   
             end
        S1000 : begin
             if (d_in == 1'b1)
                begin 
                nxt = S10001;  
                end
              else nxt = S0;   
             end
        S10001 : begin
                 if (d_in == 1'b0)
                    nxt = S10;
                 else nxt = S0;     
                 end    
     default nxt = S0;                                    
     endcase
   end 
    always@(posedge slowed_clk) 
   begin
     if(reset) 
        cnt <= S0;
     else 
        cnt <= nxt;
    end 
  assign detected = (cnt==S10001); 
endmodule
module clk_div(clk, slowed_clk);
    input clk;
    output reg slowed_clk;
    parameter mid = 27'd67108864;
    reg [26:0]counter;
    always@(posedge clk)
    begin
        counter <= counter + 1; 
        if(counter<mid) begin
            slowed_clk <= 0;
        end
        else begin
            slowed_clk <= 1;
        end
    end
endmodule
</file>
<file path="./run.sh">
#!/bin/bash
# OpenROAD 26Q1-2900-gdf79404cd8, Yosys 0.63+post, stock flow scripts
make -C /OpenROAD-flow-scripts/flow DESIGN_CONFIG=/design/flow/config.mk WORK_HOME=/design/flow/orfs finish
</file>
==> results_slide.txt <==
Run Summary

Flow run
  – MaxCap Viol Count: 0
  – Log Warnings: 25

Logic synthesis
  – Most used flip-flop cell: dfxtp_1
  – Flip-flops with a built-in enable: 0
  – Post-synth seq share: 51.6%
  – Cell variety after synth: 25
  – Ys Warns: 2
  – Post-Syn Instances: 121
  – Chip Area, Yosys: 0.00132 mm2
  – Mean Syn Cell Area: 10.9 um2
  – Leading area contributor after synthesis: dfxtp_1
  – Ys flops: 34
  – Top cells by count: 34 x dfxtp_1, 13 x xor2_1, 12 x xnor2_1
  – Ys cells: 121
  – Max-area cell share: 51.6%
  – Synth area leaders: dfxtp_1 52%, xor2_1 8.6%, xnor2_1 8.0%
  – Most common cell in the synthesized netlist: dfxtp_1
  – Mapped Area: 0.00132 mm2
  – FFs w/ async S/R, synth: 0%

Final timing
  – Final Hold Violating Endpoints: 0
  – Period utilization: 53.3%
  – Final setup viols: 0
  – Slew Viols, Final: 0
  – Worst clock skew: 1.55 ps
  – RSZ-0062 raised after global routing: no
  – Least-Margin Pin Slew: 517 ps
  – Setup ws final: 1680 ps
  – Setup TNS: 0 ps
  – Register pins left without a clock: 6
  – Endpoints left unconstrained: 7
  – FMAX: 0.521 GHz
  – Fin crit period: 1920 ps
  – Headroom to the max-slew limit: 65.4%

Critical path
  – Critical path's top delay family: buffers and inverters
  – Crit Path Category: flop to primary output
  – Worst EP arrival: 1200 ps
  – Maximum fanout along the worst path: 7
  – R2r setup slk: 2010 ps
  – Critical path cell sequence: clkdlybuf4s50_1
  – Levels on crit path: 1
  – Worst setup EP type: primary output
  – Worst Setup Start Kind: flop
  – Crit path required time: 2880 ps
  – Worst R2R End: div.counter[9]
  – Reg2reg start: div.counter[0]
  – Crit path largest cell delay: 510 ps
  – Worst r2r path cells: 4
  – Slowest cell on crit path: clkdlybuf4s50_1
  – CP Buf/Inv Count: 1

Placed design
  – Gp weighted congestion: 0.741
  – Port bufs: 4
  – DP Worst Slack: 1970 ps
  – Post-detail-place hpwl: 1330 um

Floorplan
  – Core utilization at floorplan: 16.0%
  – # rows: 33
  – Die x size: 112 um
  – Io pins: 5
  – CORE AREA: 0.00822 mm2
  – Total die size: 0.0125 mm2
  – Die Y: 112 um

Routing
  – First-pass DRT Iterations: 4
  – Top sig layer: met4
  – Drt wl/cell: 8.01 um
  – WL met1: 1010 um
  – Via-to-Cell Ratio: 3.56
  – N_diodes: 0
  – Count of antenna-violating nets left after detailed routing: 0
  – Met3 wire len: 64 um
  – DR iter-0 viols: 27
  – Total wire length: 1860 um
  – DR vias: 826
  – Met2 wire len: 741 um
  – DR DRC count: 0

Worst hold path
  – Worst hold path cell count: 0
  – Hold path start: div.counter[26]
  – Min-Delay Path Class: flop to flop
  – Worst Hold Endpoint: div.slowed_clk

Power and ir drop
  – Leakage: 0.564 nW
  – Pwr Density: 314 mW/mm2
  – Peak VDD IR: 0.000104 V

Clock network
  – Worst skew pair latency: 270 ps
  – Worst-path clk slew: 90 ps
  – H-tree depth: 1
  – Post-CTS setup buffer count: 0
  – Post-CTS resize count: 0
  – Clock Path Buffers: 2
  – Hold_buf cts: 0
  – Root Buffer: clkbuf_8
  – Total CTS buffers: 3
  – CTS tree: done

Global routing
  – Overflow after GRT: 0
  – Initial antenna violation count: 0
  – Largest net degree at the start of global routing: 15
  – Gr usage total: 2.88%
  – First-pass GRT wire length: 3260 um
  – Number of global-route vias before repair: 743

Outcome
  – Status: finished clean

Final layout
  – Synth-to-Final Area Change: 15.7%
  – Share of layout cells above drive strength 1: 11.0%
-- state kept, by name (all words and copies together) (netlist names) --
| register | flops |
|---|---|
| div.counter | 27 |
| cnt | 6 |
| div.slowed_clk | 1 |
-- cell usage in the layout, fill, tap and decap left out --
master           count
clkdlybuf4s50_1      4
o21bai_1             1
nor2b_1              1
nand4_1              1
nand4_2              1
nand3_1             10
or3_1                1
nor3b_1              3
and3b_1              1
nor2_1               5
and4_1               2
nor4_1               1
xor2_1              13
clkbuf_8             3
inv_1                5
and3_1               2
nor4_2               6
ha_1                 1
nand3_4              1
and4_4               2
nand2_1              8
nor3_1               7
xnor2_1             12
dfxtp_1             34
nand4_4              1
and2_1               1
-- how the worst max path moves through the flow --
stage	start	endpoint	slack, ps
CTS	div.slowed_clk	slowed_clk	1660
global route	div.slowed_clk	slowed_clk	1600
finish	div.slowed_clk	slowed_clk	1680
-- final cells by class --
type | instances | area (um2)
repair buffers | 4 | 40.0
flip-flops and latches | 34 | 681
clock buffers | 3 | 41.3
fillers | 865 | 6690
inverters | 5 | 18.8
well taps | 105 | 131
multi-input cells | 81 | 614
-- through the flow --
stage / instance area (um2) / util [%] / total power, mW / hold WS (ps) / std cells
after global routing: 1530 / 18.6 / 0.500 / 380 / 232
after floorplan: 1320 / - / 0.318 / 349 / 121
after global placement: 1490 / 18.1 / 0.322 / 358 / 229
after detailed placement: 1490 / 18.1 / 0.322 / 359 / 229
final: 1530 / 18.6 / 0.479 / 367 / 232
after CTS: 1530 / 18.6 / 0.486 / 372 / 232
-- cell families after synthesis --
family	after synthesis	share of synthesized area, %
AOI/OAI and AO/OA	1	0.569
adders and majority gates	1	0.949
xor gates and xnor gates	25	16.6
DFF	34	51.6
buffers and inverters	6	1.80
and+or+nand+nor	54	28.5
-- power breakdown --
part	switching (mW)	leakage [nW]	internal, mW
Clock	0.0889	0.0216	0.0750
Combinational	0.00227	0.268	0.00308
Sequential	0	0.274	0.310
-- routing by layer --
metal | up-vias | track usage, %
met1 | 376 | 4.05
met5 | - | 0
met2 | 12 | 4.31
met4 | 0 | 0.761
li1 | 434 | -
met3 | 4 | 0.706
-- worst reg2reg max path: stages (launching register included) --
cell	delay, ps
dfxtp_1	370
and3_1	160
nand3_1	360
or3_1	460
xnor2_1	130
Power is estimated from default activity; no workload was simulated.
