$ cat /design/flow/design.v
module top_alu8bit(
  input [2:0] operation,
  input [7:0] operand_A,
  input [7:0] operand_B,
  output reg [15:0] result = 16'b0,
  output reg carry_flag = 1'b0,
  output reg zero_flag = 1'b0
);
parameter [2:0] ADD = 3'b000,
               SUB = 3'b001,
               MUL = 3'b010,
               AND = 3'b011,
               OR  = 3'b100,
               NAND = 3'b101,
               NOR  = 3'b110,
               XOR  = 3'b111;
always @ (operation or operand_A or operand_B)
begin
  case (operation)
    ADD: begin
      result = operand_A + operand_B;
      carry_flag = result[8];
      zero_flag = (result == 16'b0);
    end
    SUB: begin
      result = operand_A - operand_B;
      carry_flag = result[8];
      zero_flag = (result == 16'b0);
    end
    MUL: begin
      result = operand_A * operand_B;
      zero_flag = (result == 16'b0);
    end
    AND: begin
      result = operand_A & operand_B;
      zero_flag = (result == 16'b0);
    end
    OR: begin
      result = operand_A | operand_B;
      zero_flag = (result == 16'b0);
    end
    NAND: begin
      result = ~(operand_A & operand_B);
      zero_flag = (result == 16'b0);
    end
    NOR: begin
      result = ~(operand_A | operand_B);
      zero_flag = (result == 16'b0);
    end
    XOR: begin
      result = operand_A ^ operand_B;
      zero_flag = (result == 16'b0);
    end
    default: begin
      result = 16'b0;
      carry_flag = 1'b0;
      zero_flag = 1'b0;
    end
  endcase
end
endmodule
$ cat /design/flow/config.mk
export PLATFORM = sky130hd
export DESIGN_NAME = top_alu8bit
export DESIGN_NICKNAME = top_alu8bit
export VERILOG_FILES = /design/flow/design.v
export SDC_FILE = /design/flow/constraint.sdc
export NUM_CORES = 4
export LEC_CHECK = 1
export CORE_UTILIZATION = 50
$ cat /design/flow/constraint.sdc
current_design top_alu8bit

set clk_period 9.5
set clk_io_pct 0.2

create_clock -name clk0 -period $clk_period

set non_clock_inputs [all_inputs -no_clocks]
set_input_delay [expr $clk_period * $clk_io_pct] -clock clk0 $non_clock_inputs
set_output_delay [expr $clk_period * $clk_io_pct] -clock clk0 [all_outputs]
$ cat /design/flow/run.sh
#!/bin/bash
# OpenROAD 26Q1-2900-gdf79404cd8, Yosys 0.63+post, stock flow scripts
make -C /OpenROAD-flow-scripts/flow DESIGN_CONFIG=/design/flow/config.mk WORK_HOME=/design/flow/orfs finish
==> metrics.cfg <==
[worst_setup_path]
crit_path_end_kind = primary output
cp_max_fo = 5
arrival_ps = 7350
startpoint_type = input pin
path_class = in2out
crit_required_ps = 7600

[placement]
io_buffers = 37
post-dp-hpwl_microns = 8953
place.gp.congestion = 0.9694
placed_area_sq_mm = 0.004228

[detailed_routing]
num_antenna_cells = 0
first_pass_iters = 6
drtIter0Drc = 246
drcViolationCount = 0
drtAntennaViolNets = 0
post_drt_via_cell_ratio = 5.795
wl_per_cell_microns = 16.93
wirelength_microns = 10650
vias = 3645

[logic_synthesis]
edf_count = 0
area_leaders = fa_1, ha_1, nor2_1, inv_1, a21oi_1
yosys.cell_count.top_type = nor2_1
syn_area_sq_mm = 0.003682
flop_cell = dlxtn_1
top_area_cell = fa_1
ys_ff = 1
netlist_instances = 495
ys_types = 63
syn_area_per_cell_sq_um = 7.439
top_area_share_pct = 20.66
synth-area-yosys_sq_mm = 0.003682
async_flop_share_pct = 0
common_cells = nor2_1, inv_1, ha_1
ys_cells = 495
yosys_warnings = 1

[power_and_ir_drop]
p_clk_share_pct = 0
power_switching_uw = 309.0
combPwrFrac_pct = 99.8
irDropWorstVdd_v = 0.0001251
internal_power_uw = 258.7
switching_share_pct = 54.43
power_density_mw_per_mm2 = 133.1
pwr-share-seq_pct = 0.2
p_leak_nw = 2.090

[cells_and_area]
final_area_sq_mm = 0.004264
drive_above_1_share_pct = 7.505
largest_reg_flops = 1
nFillCells = 655
syn_to_final_growth_pct = 15.80
fin_util_pct = 61.41

[status]
status = finished clean

[flow_run]
warning_count = 49
drv_cap = 0

[global_routing]
grt_pass1_wl_microns = 17940
grt_usage_pct = 31.63
antenna_found_initial = 0
grt_max_degree = 39
overflow = 0
grt_pass1_vias = 3657

[die]
ioPinCount = 37
fp_util_pct = 53.03
dieArea_sq_mm = 0.007711
placementRows = 30
chipWidth_microns = 87.82
core_area_sq_mm = 0.006944
die_y_microns = 87.82

[sta]
setup_viol = 0
hold_viol_final = 0
whs_ps = 5000
slew_headroom_pct = 56.34
untimed_endpoints = 2
slew_violations = 0
tightest_slew_ps = 652.4
min_period_over_period_pct = 97.36
layout_min_cycle_time_ps = 9249
maxClockFrequency_mhz = 108.1
unclocked_regs = 1

[cts]
postCtsHoldBufs = 0

[min_path]
hold_class = in2out

[power by group through the flow]
stage | sequential (mW) | clock (mW) | combinational (mW)
after global routing | 0.000884 | 0 | 0.637
after CTS | 0.000877 | 0 | 0.551
final | 0.000865 | 0 | 0.567
[repair_timing]
action,CTS,global route
resized,0,15
setup endpoints to repair,0,1
setup buffers,0,1
[through the flow]
step / power, mW / setup TNS (ps) / instances / setup slack, ps
finish: 0.5677 / 0 / 629 / 250.7
global route: 0.6382 / -9.587 / 629 / -9.587
CTS: 0.5521 / 0 / 628 / 59.75
detailed placement: 0.5487 / 0 / 628 / 71.60
global placement: 0.5474 / 0 / 628 / 118.0
floorplan: 0.3917 / 0 / 495 / 1411
[cell type report]
class | instances | area [sq um] | share of cell area [%]
Multi-Input combinational cell | 402 | 3334 | 78.20
Timing Repair Buffer | 53 | 505.5 | 11.85
Inverter | 77 | 289.0 | 6.778
Sequential cell | 1 | 15.01 | 0.3521
Tap cell | 96 | 120.1 | 2.817
[worst max-delay path, stage by stage]
cell and delay, ps:
clkdlybuf4s50_1 570, nand2_1 110, fa_1 520, fa_1 550, inv_1 50, fa_1 540
inv_1 60, fa_1 520, inv_1 40, ha_1 340, and4_4 210, or4_4 500
a2111oi_4 340, nand4_1 150, a2111oi_2 290, a221o_1 200, clkdlybuf4s50_1 450
[metal layers]
layer / vias to the layer above / wire [microns] / track usage (%)
met1: 1738 / 4498 / 42.51
li1: 1765 / - / -
met5: - / 0 / 0
met2: 126 / 5239 / 54.69
met4: 0 / 199 / 5.216
met3: 16 / 711 / 6.679
[cells by family after synthesis]
| family | after synthesis | share of synthesized area (%) |
|---|---|---|
| latches | 1 | 0.4076 |
| muxes | 7 | 2.311 |
| adders and majority gates | 98 | 41.05 |
| AOI/OAI and AO/OA | 120 | 22.09 |
| xor gates and xnor gates | 18 | 4.281 |
| and+or+nand+nor | 159 | 20.45 |
| buffers and inverters | 92 | 9.412 |
[cells in the final DEF (no fill, tap or decap), drive strengths merged, types with 9 or more instances in the layout]
| cell type | n |
|---|---|
| nor2 | 76 |
| inv | 75 |
| ha | 60 |
| fa | 38 |
| clkdlybuf4s50 | 31 |
| a21oi | 30 |
| o21ai | 30 |
| nand2 | 26 |
| buf | 16 |
| nor3 | 13 |
| xnor2 | 11 |
| nor2b | 9 |
[final timing paths]
check | slack (ps) | from | depth (start not counted) | to
max | 250 | operand_A[0] | 17 | zero_flag
min | 5000 | operation[2] | 5 | result[2]
Power is estimated from default activity; no workload was simulated.
